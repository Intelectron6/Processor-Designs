File: flow/run.sh
#!/bin/bash
# OpenROAD 26Q1-2900-gdf79404cd8, Yosys 0.63+post, stock flow scripts
make -C /OpenROAD-flow-scripts/flow DESIGN_CONFIG=/design/flow/config.mk WORK_HOME=/design/flow/orfs finish
File: flow/config.mk
export PLATFORM = sky130hd
export DESIGN_NAME = data_memory
export DESIGN_NICKNAME = data_memory
export VERILOG_FILES = /design/flow/design.v
export SDC_FILE = /design/flow/constraint.sdc
export NUM_CORES = 4
export LEC_CHECK = 1
export CORE_UTILIZATION = 30
File: flow/constraint.sdc
current_design data_memory

set clk_period 18.4
set clk_io_pct 0.2

create_clock -name clk0 -period $clk_period [get_ports {clk}]

set non_clock_inputs [all_inputs -no_clocks]
set_input_delay [expr $clk_period * $clk_io_pct] -clock clk0 $non_clock_inputs
set_output_delay [expr $clk_period * $clk_io_pct] -clock clk0 [all_outputs]
File: flow/design.v
module data_memory (input clk,  
					input [15:0] mem_access_addr,  
					input [15:0] mem_write_data,  
					input mem_write,  
					input mem_read,  
					output [15:0] mem_read_data,
					output [15:0] output_pins);  
	integer i;  
	reg [15:0] ram [0:255];
	wire [7:0] ram_addr = mem_access_addr[7:0];  
	initial begin  
		for (i=0; i<256; i=i+1)  
			ram [i] <= i;  
	end
	always @(posedge clk) 
	begin  
		if (mem_write)
			ram [ram_addr] <= mem_write_data;  
	end  
	assign mem_read_data = (mem_read == 1'b1) ? ram [ram_addr] : 16'd0;   
	assign output_pins = ram [255];
endmodule 
==> results_slide.txt <==
Run Summary

GRT
  – All-Layer GR Usage: approximately 16%
  – Vias in the first global route: roughly 84,000
  – Initial antenna violation count: 11
  – Largest net degree at the start of global routing: between 100 and 150
  – Grt met1 use: between 10% and 20%
  – M2 GR Usage: 24.51%
  – First-pass GRT wire length: 579,900 µm
  – GRT busiest layer: met2
  – Met3 Usage GRT: between 10% and 20%
  – Overflow after GRT: 0

Yosys
  – Synthesized area: between 150,000 and 200,000 µm²
  – Yosys Instances: between 7,000 and 8,000
  – Ys flop type: edfxtp_1
  – Mean Syn Cell Area: 20.92 µm²
  – Post-synth ARST share: 0%
  – #FFs+latches synth: 4,096
  – Post-synth seq share: between 70% and 80%
  – Yosys stat area: 157,500 µm²
  – Synth warnings: 1
  – Synth unique cells: 59
  – EDFF count, synth: between 4,000 and 5,000
  – Cells after Synth: between 7,000 and 8,000

Critical path
  – Slowest cell on crit path: buf_4
  – Crit. Startpoint: mem_access_addr[0]
  – Arrival @ worst endpoint: 10.06 ns
  – Critical Path Max Stage Delay: 0.70 ns
  – Worst path most repeated cell: buf_4
  – Setup Crit Path Kind: input port to output port
  – Cell family with most CP delay: buffers and inverters
  – CP Max Fanout: around 61
  – CP Buf/Inv Count: 7
  – CP endpoint kind: output port
  – CP Cell Sequence: buf_8, buf_4, buf_12, buf_4, buf_4, buf_4, mux4_2, a32oi_1, nand4_1, a211o_1, o221a_1, clkdlybuf4s50_1
  – Crit start category: input port
  – Worst endpoint required time: 14.72 ns

Placement
  – Placed Area: roughly 170,000 µm²
  – DP HPWL: 239,000 µm
  – Routability cong.: between 0.9 and 1
  – Port Buffers: just under 60
  – Placed cells: between 10,000 and 15,000
  – Pre-CTS WS: ~4.5 ns

Routing
  – Final wirelength: about 400,000 µm
  – Vias per cell: roughly 5.0
  – Via count: around 77,000
  – Detail Route Antenna Nets: 0
  – Iter 0 DRT Violations: roughly 4,500
  – WL/cell: around 27 µm
  – Pre-antenna DRT Iters: 5
  – DRC viols: 0

Final layout
  – Final core occ: a little over a third
  – Fillers: 47,251
  – Biggest regs: ram x4096
  – FF+latch area: 123,000 µm²
  – Layout cell share with drive strength beyond 1: 22.57%
  – Layout Cells excl Fill: 15,330
  – Max reg flops: approximately 4,000
  – Logic area: around 33,000 µm²
  – Syn-to-layout area delta: 15.67%
  – Top reg by flops: ram
  – Post-route cell area: roughly 180,000 µm²

Final timing
  – Period utilization: between 70% and 80%
  – Fin crit period: around 14 ns
  – Maximum clock frequency: about 73 MHz
  – Setup slack after layout: around 4.7 ns
  – Slew headroom: 32.55%
  – Final setup viols: 0
  – Final hold violation count: 0
  – Max Slew Vio Count: 0
  – Total Neg Setup Slack: 0 ns
  – RSZ-0062 raised after global routing: no
  – Worst slew pin tran: 1.008 ns

Power and ir drop
  – Maximum vdd drop: between 0.08 and 0.09 mV
  – Lkg Pwr: between 50 and 60 nW
  – Power share of the sequential group: a little over half
  – Clock Power Share: 42.2%
  – Sw power: around 4.1 mW
  – Switching Fraction: a little over a fifth
  – Int Power: about 15 mW
  – Power density cells: 106.6 nW/µm²
  – Gate power share: under 10%

CTS
  – Clock Tree Root: clkbuf_16
  – H-Tree Depth: 5
  – TritonCTS clock tree: done
  – CTS Buf Count: ~400
  – Hold buffer count at CTS: 0
  – CTS max path bufs: 4
  – Setup Fix Bufs, Post-CTS: 0
  – # clock sinks: 4,096
  – Resized cells post-CTS: 0
  – CTS clk-pin slew, worst paths: approximately 0.060 ns

Floorplanning
  – Floorplan Utilization: between 30 and 40%
  – Rows: between 200 and 300
  – Die height: just over 700 µm
  – Die width: a little over 700 µm
  – Core Area: ~520,000 µm²
  – Chip Area: between 500,000 and 600,000 µm²
  – Io pins: approximately 67

Job
  – MaxCap Viol Count: 0
  – Tool Warnings: roughly 40

Worst hold path
  – Hold crit path type: input port to flip-flop
  – HP Start: mem_write_data[1]

Status
  – Outcome: finished, final reports clean
-- power groups by stage --
stage         logic, mW  clock network [mW]  registers, mW
CTS               0.939                8.32           10.3
global route      0.998                8.67           10.3
finish            0.933                8.19           10.3
-- through the flow --
step	power (mW)	hold slack (ns)
2_1_floorplan	10.95	3.779
3_3_place_gp	11.40	3.986
3_5_place_dp	11.42	4.003
4_1_cts	19.55	2.983
5_1_grt	19.95	3.028
6_report	19.41	3.067
-- routing by layer --
metal  share of wire [%]  vias up
met2                  47     4892
met4                 4.1       20
li1                    -    32601
met1                  30    38383
met3                  19      661
met5                0.15        -
-- layout make-up --
type	count	area share, %
multi-input cells	2968	17.90
clock inverters	260	1.424
diodes	8	0.01099
well taps	6942	4.769
repair buffers	564	2.513
clock buffers	491	5.847
flip-flops and latches	4096	67.53
inverters	1	0.002061
-- Yosys cell counts, drive strengths merged, types with 48 or more instances --
master	n	area (µm²)
buf	272	1428
clkbuf	191	718.2
o21ai	86	430.4
mux2i	814	8148
edfxtp	4096	123000
nand3	91	455.4
nor2	276	1036
o22ai	240	1501
o211ai	48	360.4
nor4	50	312.8
nand2	145	544.3
a221oi	91	797.0
mux4	675	15200
a22oi	83	623.1
-- cells in the final DEF (no fill, tap or decap), drive strengths merged, types with 8 or more instances in the layout --
cell type and instances:
a211o 14, a211oi 13, a21oi 28, a221o 13, a221oi 91, a22o 15
a22oi 83, a31oi 32, a32oi 15, and2 10, and3 18, buf 527
bufinv 41, clkbuf 492, clkdlybuf4s50 36, clkinv 192, clkinvlp 13, diode 8
edfxtp 4096, inv 15, mux2 32, mux2i 814, mux4 675, nand2 145
nand2b 20, nand3 91, nand4 24, nor2 276, nor2b 12, nor3 9
nor4 50, nor4b 26, o211ai 48, o21ai 86, o221a 14, o221ai 28
o22ai 240, or4 15
-- path summary, 6_finish.rpt --
| check | endpoint | slack [ns] | cells after the start |
|---|---|---|---|
| min | ram[117][1] | 3.07 | 1 |
| max | mem_read_data[4] | 4.66 | 12 |
-- cell families (layout without fill, tap and decap cells) --
kind of cell           Yosys count  after routing  synth area share, %
other                            0              8                    0
AND-OR/OR-AND                  734            734                3.302
AND/OR/NAND/NOR                713            713                2.161
multiplexers                  1521           1521                15.06
buffers and inverters          464           1316                1.365
flip-flops                    4096           4096                78.11
No activity file was given, so power comes from the tool's default toggle rates.
