`design/flow/design.v`:
```
module register_file (input clk, 
						  input rst,
						  input pc_en, 
						  input [15:0] pc_new,  
						  input reg_write_en, 
						  input c_write_en,
						  input z_write_en,
						  input c_data,
						  input z_data,
						  input [2:0] reg_write_dest,  
						  input [15:0] reg_write_data,    
						  input [2:0] reg_read_addr_1,    
						  input [2:0] reg_read_addr_2, 
						  output [15:0] reg_read_data_1,  
						  output [15:0] reg_read_data_2,
						  output reg c_flag, 
						  output reg z_flag,
						  output [15:0] pc_current);
	reg [15:0] reg_array [0:7];  	
	always @ (posedge clk or posedge rst) begin  
		if (rst) begin  
			reg_array [0] <= 16'b0;  
			reg_array [1] <= 16'b0;  
			reg_array [2] <= 16'b0;  
			reg_array [3] <= 16'b0;  
			reg_array [4] <= 16'b0;  
			reg_array [5] <= 16'b0;  
			reg_array [6] <= 16'b0; 
			c_flag <= 1'b0;
			z_flag <= 1'b0;
		end  
		else begin  
			if (reg_write_en) begin 
				case (reg_write_dest)
					3'd0 :reg_array [0] <= reg_write_data;
					3'd1 :reg_array [1] <= reg_write_data;
					3'd2 :reg_array [2] <= reg_write_data;
					3'd3 :reg_array [3] <= reg_write_data;
					3'd4 :reg_array [4] <= reg_write_data;
					3'd5 :reg_array [5] <= reg_write_data;
					3'd6 :reg_array [6] <= reg_write_data;
				endcase		 
			end
			if (c_write_en)	c_flag <= c_data;
			if (z_write_en) 	z_flag <= z_data;
		end
	end 
	always@(posedge clk, posedge rst)   
		if (rst)
			reg_array[7] <= 16'd0;
		else if ((reg_write_en == 1) & (reg_write_dest == 3'd7))
			reg_array[7] <= reg_write_data;
		else if (pc_en == 1)
			reg_array[7] <= pc_new;
	assign pc_current = reg_array[7];
	assign reg_read_data_1 = reg_array [reg_read_addr_1];  
	assign reg_read_data_2 = reg_array [reg_read_addr_2];  
endmodule
```
`design/flow/run.sh`:
```
#!/bin/bash
# OpenROAD 26Q1-2900-gdf79404cd8, Yosys 0.63+post, stock flow scripts
make -C /OpenROAD-flow-scripts/flow DESIGN_CONFIG=/design/flow/config.mk WORK_HOME=/design/flow/orfs finish
```
`design/flow/config.mk`:
```
export PLATFORM = sky130hd
export DESIGN_NAME = register_file
export DESIGN_NICKNAME = register_file
export VERILOG_FILES = /design/flow/design.v
export SDC_FILE = /design/flow/constraint.sdc
export NUM_CORES = 4
export LEC_CHECK = 1
export CORE_UTILIZATION = 30
```
`design/flow/constraint.sdc`:
```
current_design register_file

set clk_period 4.5
set clk_io_pct 0.2

create_clock -name clk0 -period $clk_period [get_ports {clk}]

set non_clock_inputs [all_inputs -no_clocks]
set_input_delay [expr $clk_period * $clk_io_pct] -clock clk0 $non_clock_inputs
set_output_delay [expr $clk_period * $clk_io_pct] -clock clk0 [all_outputs]
```
==> flow_summary.toml <==
# synthesis and place-and-route metrics
[yosys]
synth_sequential_area_ratio_pct = 44.3
avgSynthCellArea_um2 = 11.2
syn-instance-count = 657
syn_area_um2 = 7340
ys.flops = 130
flip_flops_with_a_built_in_enable = 0
flop_cell = "sky130_fd_sc_hd__dfrtp_1"
yosysWarnings = 2
synthArstFlopShare_pct = 100
synth-area-yosys_um2 = 7340
yosysUniqueCellTypes = 48
yosys-stat-cells = 657

[floorplanning]
dieArea_um2 = 25100
design.portCount = 99
core.rowCount = 56
core_util_floorplan_pct = 30.9
core_area_um2 = 23800
die_y_um = 158
die_x_um = 158

[final_layout]
final_core_utilization_pct = 38.9
area_added_between_synthesis_and_finish_pct = 26.0
finalNonFillerCells = 1075
most_frequent_logic_cell_in_the_layout = "sky130_fd_sc_hd__dfrtp_1"
post_route_cells_drive_above_1_share_pct = 25.7
commonest_non_fill_non_tap_cells_in_the_layout = "130 x sky130_fd_sc_hd__dfrtp_1, 113 x sky130_fd_sc_hd__mux2_2, 94 x sky130_fd_sc_hd__clkdlybuf4s50_1"

[setup_path]
worstSetupEndpointType = "output port"
cp.required_ns = 3.60
critPathKind = "in2out"
worstPathCellList = "buf_2 > buf_4 > or2b_2 > nor2_1 > a211o_1 > a21oi_1 > clkdlybuf4s50_1"
slowest_stage = "sky130_fd_sc_hd__clkdlybuf4s50_1"
worst_path_largest_cell_delay_ns = 0.52
path_delay_family = "buffers and inverters"
critical_path_arrival_ns = 3.06
setup.worst_path.start_class = "input pin"
maximum_net_fanout_on_the_critical_path = 21
worstPathBufferInverterCount = 3

[power_and_ir_drop]
seq_power_share_pct = 39.6
design_power_total_mw = 4.00
ir_worst_vdd_uv = 271
internal_power_mw = 2.97
switching_share_pct = 25.7
netSwitchingPower_mw = 1.03
power.leakage_nw = 3.87
power-per-cell-area_nw_per_um2 = 432
p_comb_share_pct = 21.6
share_of_power_burned_in_the_clock_network_pct = 38.8

[flow_run]
cap_violations = 0
openroad.warnings = 25

[placed_design]
place.detailed.instances = 1043
buffer_ports.inserted = 98
routabilityCongestion = 0.848
post-place-ws_ns = 0.559
hpwlAfterDp_um = 13000

[clock_network]
clkSinkCount = 130
post_cts_clock_slew_at_the_launch_and_capture_registers_of_the_worst_setup_and_hold_paths_ns = 0.05
clk-insertion-delay-late_ns = 0.42
tritoncts = "built"
cts_root_buffer = "sky130_fd_sc_hd__clkbuf_16"
cts_hold_repair.buffers = 0
htree_num_levels = 4
cts_buffers = 17
ctsLongestPathBuffers = 2
post-cts-setup-buffers = 0
cts_repair_resize_count = 0

[hold_path]
path_type_of_the_worst_min_delay_path = "reg2reg"

[route]
drt_iter0_markers = 315
drc_errors = 0
finalWirelength_um = 20800
detail_route.vias_per_cell = 5.21
drt-pass1-iter-count = 4
postRouteAntennaNets = 0
num_vias = 5599
detail_route.wl_per_cell_um = 19.3
antenna_diodes = 0

[run_status]
status = "completed"

[final_timing]
worst-slew-pin-transition_ns = 0.827
timing.setup.tns_ns = 0
final_period_minus_worst_setup_slack_ns = 3.96
max_clock_freq_mhz = 253
timing.clock.skew_ns = 0
slew_headroom_pct = 44.7
setup_violation_total_in_the_final_timing_report = 0
fin_ws_ns = 0.542
post-route-period-util_pct = 88.0
unrepaired_setup_endpoints_after_global_routing = "no"
final_hold_viol_count = 0
report.final.slew_viol_count = 0

[global_routing]
grt_usage_pct = 17.8
grt_remaining_overflow = 0
number_of_antenna_violations_at_the_first_check_in_global_routing = 0
grt_pass1_vias = 5618
wire_length_of_the_first_global_routing_pass_um = 32700
grt_start_max_net_pins = 71
-- final cells by class --
class	count	area [um^2]
sequential	130	3250
multi-input combinational	454	3710
inverter	19	76.3
fill	2270	14500
clock buffer	22	484
tap	319	399
clock inverter	10	178
timing repair buffer	121	1150
-- metrics by stage --
step           hold WS [ns]  area, um^2
3_3_place_gp          0.494        8580
4_1_cts               0.508        9240
2_1_floorplan         0.456        7340
6_report              0.502        9240
3_5_place_dp          0.500        8580
5_1_grt               0.538        9240
-- Yosys cell counts (8+ instances only) --
cell type	number	area, um^2
sky130_fd_sc_hd__dfrtp_1	130	3250
sky130_fd_sc_hd__mux2_2	113	1270
sky130_fd_sc_hd__nor2_1	56	210
sky130_fd_sc_hd__a21oi_1	47	235
sky130_fd_sc_hd__mux2i_1	35	350
sky130_fd_sc_hd__a221oi_1	24	210
sky130_fd_sc_hd__buf_2	24	120
sky130_fd_sc_hd__nand2_1	23	86.3
sky130_fd_sc_hd__inv_1	19	71.3
sky130_fd_sc_hd__nor2b_1	17	106
sky130_fd_sc_hd__a22o_1	16	140
sky130_fd_sc_hd__o21ai_0	15	75.1
sky130_fd_sc_hd__clkbuf_1	13	48.8
sky130_fd_sc_hd__nand2b_1	13	81.3
sky130_fd_sc_hd__a22oi_1	11	82.6
sky130_fd_sc_hd__o22a_1	11	96.3
sky130_fd_sc_hd__a21o_1	10	75.1
sky130_fd_sc_hd__a311oi_1	10	87.6
sky130_fd_sc_hd__buf_4	8	60.1
-- worst reg2reg max path: cells and delay by family (launching register included) --
family / cells / cell delay (ns)
DFF: 1 / 0.44
muxes: 1 / 0.15
AOI/OAI and AO/OA: 1 / 0.08
-- power groups by stage --
stage / Clock (mW) / Sequential [mW] / Combinational, mW
CTS: 1.58 / 1.58 / 0.872
global route: 1.64 / 1.62 / 0.949
finish: 1.55 / 1.58 / 0.861
-- sequential cells by signal, indices dropped and copies added (netlist names) --
name       count
z_flag         1
c_flag         1
reg_array    128
-- routing by layer --
metal  global-route usage [%]  part of all wire [%]  vias up  wire length (um)
met5                        0                     0        -                 0
met4                     3.98                   2.4        0               495
met3                     4.05                   5.9       34              1220
met2                     25.8                    44      187              9160
met1                     27.7                    48     2772              9920
li1                         -                     -     2606                 -
-- worst paths after layout --
kind / depth (start not counted) / from / end / slack [ns]
min in group asynchronous: 2 / rst / reg_array[7][8] / 0.93
worst min-delay path: 1 / c_flag / c_flag / 0.50
max in group asynchronous: 3 / rst / reg_array[2][6] / 2.77
worst min register to register: 1 / c_flag / c_flag / 0.50
worst max register to register: 2 / reg_array[7][3] / reg_array[7][3] / 3.70
worst max-delay path: 7 / reg_read_addr_2[1] / reg_read_data_2[5] / 0.54
-- cell families after synthesis --
family	Yosys count	synth area share (%)
compound gates	164	15.8
mux	160	25.1
flops	130	44.3
simple gates	130	9.60
buf+inv	73	5.22
Power is estimated from default activity; no workload was simulated.
