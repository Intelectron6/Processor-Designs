<file path="run.sh">
#!/bin/bash
# OpenROAD 26Q1-2900-gdf79404cd8, Yosys 0.63+post, stock flow scripts
make -C /OpenROAD-flow-scripts/flow DESIGN_CONFIG=/design/flow/config.mk WORK_HOME=/design/flow/orfs finish
</file>
<file path="constraint.sdc">
current_design arithmetic_logic_unit

set clk_period 11.0
set clk_io_pct 0.2

create_clock -name clk0 -period $clk_period

set non_clock_inputs [all_inputs -no_clocks]
set_input_delay [expr $clk_period * $clk_io_pct] -clock clk0 $non_clock_inputs
set_output_delay [expr $clk_period * $clk_io_pct] -clock clk0 [all_outputs]
</file>
<file path="design.v">
module arithmetic_logic_unit (input [15:0] a, b,
							  input [3:0] opcode,
							  input [1:0] cz,
							  input clk, rst,
							  input c_in, z_in,
							  output reg [15:0] result,
							  output reg c_out, z_out);
	always@(*) begin	
	case(opcode)	
		4'b0000: 
			begin
			{c_out, result} = a + b;
			z_out = ~(|result);
			end
		4'b0001: 
			begin
			if (cz == 2'b00) 
				{c_out, result} = a + b;
			else if (cz == 2'b01)
				{c_out, result} = z_in ? (a + b) : 17'd0;
			else if (cz == 2'b10)
				{c_out, result} = c_in ? (a + b) : 17'd0;
			else
				{c_out, result} = a + {b[14:0], 1'b0};
			z_out = ~(|result);
			end
		4'b0010:
			begin
			if (cz == 2'b00) 
				result = ~(a & b);
			else if (cz == 2'b01)
				result = z_in ? (~(a & b)) : 16'h0000;
			else if (cz == 2'b10)
				result = c_in ? (~(a & b)) : 16'h0000;
			else
				result = 16'h0000;
			z_out = ~(|result);
			c_out = c_in;
			end
		4'b0100:
			begin
				result = a + b;
				z_out = z_in;
				c_out = c_in;
			end
		4'b0101:
			begin
				result = a + b;
				z_out = z_in;
				c_out = c_in;
			end
		4'b1000:
			begin
				result = a - b;
				z_out = ~(|result);
				c_out = c_in;
			end
		4'b1011:
			begin
				result = a + b;
				z_out = z_in;
				c_out = c_in;
			end
		default:
			begin
				result = a + b;
				z_out = z_in;
				c_out = c_in;
			end
	endcase
	end
endmodule
</file>
<file path="config.mk">
export PLATFORM = sky130hd
export DESIGN_NAME = arithmetic_logic_unit
export DESIGN_NICKNAME = arithmetic_logic_unit
export VERILOG_FILES = /design/flow/design.v
export SDC_FILE = /design/flow/constraint.sdc
export NUM_CORES = 4
export LEC_CHECK = 1
export CORE_UTILIZATION = 30
</file>
==> results.yml <==
# generated from flow reports
detailed_routing:
  drt-total-wl_mm: 10.67
  drtPass1Iterations: 6
  viasPerCell: 5.778
  antenna_left: 0
  routedWlPerCell_microns: 16.94
  num_vias: 3640
  drc: 0
  antenna_cells: 0
  drt_iter0_markers: 255
sta:
  drv_slew: 0
  setup_tns_ps: 0
  rsz0062_at_grt: "false"
  setup_viol: 0
  period_minus_slack_ps: 8391
  worst_pin_slew_ps: 704.9
  max_freq_ghz: 0.1192
  holdWs_ps: 5453
  post-route-period-util_pct: 76.29
  slew-limit-headroom_pct: 52.69
  finalHoldViolations: 0
place:
  gp_congestion: 0.9521
  post-dp-hpwl_mm: 8.593
  port_buffers: 58
  placed_cell_area_sq_um: 3896
  dp.cells: 630
layout:
  clockBufferCount: 0
  drive_above_1_share_pct: 4.049
  area_growth_pct: 20.32
  n_fill_cell: 1074
  final_cell_area_sq_um: 3896
  instances_no_fill: 630
  seq_cell_count: 0
  regArea_sq_um: 0
yosys:
  yosys.cell_types.count: 80
  yosysTopAreaCell: "ha_1"
  synthCells: 456
  synth_top_area_share_pct: 19.32
  area_leaders: "ha_1 (19%), a21oi_1 (5.3%), xnor2_1 (5.1%)"
  postSynthAreaPerCell_sq_um: 7.101
  yosysWarningCount: 1
  top_cells_by_count: "ha_1 (50), nor2_1 (36), a21oi_1 (34)"
  synth.most_common_cell: "ha_1"
  ys_seq_share_pct: 0
  synthesis.area_sq_um: 3238
  ys_chip_area_sq_um: 3238
  yosysCellCount: 456
setup_path:
  worst_path_most_repeated_cell: "a21oi_1"
  critical-path-max-stage-delay_ps: 590
  crit_family: "AND-OR/OR-AND gates"
  arrival_ps: 6190
  critPathKind: "in -> out"
  critical_path.startpoint_type: "input port"
  slowest_stage: "o41ai_1"
  worst-path-buf-inv: 4
  path_max_fanout: 5
  crit_path_cell_trace: "clkdlybuf4s50_1, inv_1, ha_1, inv_1, fa_1, a21oi_1, o211ai_1, o31a_1, o41ai_1, a21oi_1, nor2_1, xor2_1, o221ai_1, o21ai_0, a21oi_1, clkdlybuf4s50_1"
  crit_path_end_kind: "primary output"
  cp.required_ps: 8800
grt:
  grt_usage_pct: 18.86
  grt_pass1_vias: 3285
  grt_max_degree: 18
  grt-ovfl-total: 0
  antenna_found_initial: 0
  grt_first_pass_wirelength_mm: 16.86
power_and_ir_drop:
  pwr-share-comb_pct: 100.0
  sequentialPowerShare_pct: 0
  ir_drop_mv: 0.02006
  p_sw_share_pct: 52.98
  power_switching_w: 0.0001292
  p_int_w: 0.0001147
  p_leak_nw: 1.559
  power_frac_clock_pct: 0
  powerDensity_nw_per_um2: 62.59
die:
  fp.dieH_microns: 105.9
  floorplan.core_util_pct: 31.09
  chipArea_sq_um: 11210
  coreArea_sq_um: 10420
  rows: 37
  die_x_microns: 105.9
  ios: 60
clock_tree:
  cts.hold.buffers_added: 0
  cts_setup_buffers: 0
  cts_resized: 0
hold_path:
  whs_endpoint: "c_out"
  hold_class: "in -> out"
  hold_depth: 3
  holdCritStartpoint: "c_in"
status:
  outcome: "finished, final reports clean"
run:
  warnings: 53
  drv_cap: 0
[per-stage QoR]
| stage | total power [W] | setup WS [ps] | util [%] |
|---|---|---|---|
| 2_1_floorplan | 0.0001567 | 4223 | - |
| 4_1_cts | 0.0002414 | 2592 | 37.41 |
| 3_5_place_dp | 0.0002398 | 2628 | 37.41 |
| 6_report | 0.0002439 | 2609 | 37.41 |
| 3_3_place_gp | 0.0002389 | 2620 | 37.41 |
| 5_1_grt | 0.0002667 | 2335 | 37.41 |
[cell usage in the layout, fill, tap and decap left out, drive strengths merged, types with 8 or more instances in the layout]
master | Yosys | final
inv | 30 | 30
nand2b | 8 | 8
xor2 | 15 | 15
a21oi | 36 | 36
nor2 | 36 | 36
nor2b | 9 | 9
o21a | 9 | 9
o22ai | 12 | 12
nor3 | 9 | 9
ha | 50 | 50
nand2 | 27 | 27
xnor2 | 20 | 20
clkdlybuf4s50 | 0 | 58
o21ai | 32 | 32
[power groups by stage]
stage     clock, W  sequential [W]  combinational, W
4_1_cts          0               0          0.000241
5_1_grt          0               0          0.000267
6_report         0               0          0.000244
[worst max-delay path by stage]
stage                         to  start  cells past startpoint  slack, ps
final                 result[14]   a[0]                     16       2610
after global routing  result[14]   a[0]                     16       2330
after CTS             result[14]   a[0]                     16       2590
[cells by family after synthesis]
logic type | Yosys count | synth area share, %
compound gates | 175 | 38.41
simple gates | 138 | 22.91
fa+ha+maj | 54 | 21.48
buf+inv | 54 | 7.264
xor+xnor | 35 | 9.931
[area by class of cell]
| cell class | instances | area (sq um) | share of cell area [%] |
|---|---|---|---|
| inverters | 30 | 112.6 | 2.890 |
| multi-input cells | 402 | 3003 | 77.07 |
| well taps | 136 | 170.2 | 4.367 |
| repair buffers | 62 | 610.6 | 15.67 |
[per-layer routing]
metal / vias to the layer above / share of wire [%] / routed length (microns) / global-route usage [%]
met1: 1653 / 50 / 5284 / 28.85
met5: - / 0 / 0 / 0
met2: 161 / 43 / 4579 / 29.18
met4: 0 / 1.3 / 138 / 3.671
li1: 1815 / - / - / -
met3: 11 / 6.3 / 670 / 1.313
Power figures rest on the tool's default switching activity, not on a simulated workload.
